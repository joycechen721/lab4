[/design/flow/run.sh]
#!/bin/bash
# OpenROAD 26Q1-2900-gdf79404cd8, Yosys 0.63+post, stock flow scripts
make -C /OpenROAD-flow-scripts/flow DESIGN_CONFIG=/design/flow/config.mk WORK_HOME=/design/flow/orfs finish
[/design/flow/config.mk]
export PLATFORM = sky130hd
export DESIGN_NAME = clock_divider
export DESIGN_NICKNAME = clock_divider
export VERILOG_FILES = /design/flow/design.v
export SDC_FILE = /design/flow/constraint.sdc
export NUM_CORES = 4
export LEC_CHECK = 1
export CORE_UTILIZATION = 50
[/design/flow/constraint.sdc]
current_design clock_divider

set clk_period 3.4
set clk_io_pct 0.2

create_clock -name clk0 -period $clk_period [get_ports {clk}]

set non_clock_inputs [all_inputs -no_clocks]
set_input_delay [expr $clk_period * $clk_io_pct] -clock clk0 $non_clock_inputs
set_output_delay [expr $clk_period * $clk_io_pct] -clock clk0 [all_outputs]
[/design/flow/design.v]
module clock_divider(
    input clk,               
    input reset,             
    output reg clk_1Hz,      
    output reg clk_2Hz,      
    output reg clk_3Hz,      
    output reg clk_10Hz      
);
    reg [26:0] counter_1Hz;
    reg [25:0] counter_2Hz;
    reg [24:0] counter_3Hz;
    reg [23:0] counter_10Hz;
    localparam COUNT_1HZ = 50_000_000;   
    localparam COUNT_2HZ = 25_000_000;   
    localparam COUNT_3HZ = 16_666_666;   
    localparam COUNT_10HZ = 5_000_000;   
    always @(posedge clk or posedge reset) begin
        if (reset) begin
            counter_1Hz <= 0;
            clk_1Hz <= 0;
        end else begin
            if (counter_1Hz == COUNT_1HZ - 1) begin
                counter_1Hz <= 0;
                clk_1Hz <= ~clk_1Hz;
            end else begin
                counter_1Hz <= counter_1Hz + 1;
            end
        end
    end
    always @(posedge clk or posedge reset) begin
        if (reset) begin
            counter_2Hz <= 0;
            clk_2Hz <= 0;
        end else begin
            if (counter_2Hz == COUNT_2HZ - 1) begin
                counter_2Hz <= 0;
                clk_2Hz <= ~clk_2Hz;
            end else begin
                counter_2Hz <= counter_2Hz + 1;
            end
        end
    end
    always @(posedge clk or posedge reset) begin
        if (reset) begin
            counter_3Hz <= 0;
            clk_3Hz <= 0;
        end else begin
            if (counter_3Hz == COUNT_3HZ - 1) begin
                counter_3Hz <= 0;
                clk_3Hz <= ~clk_3Hz;
            end else begin
                counter_3Hz <= counter_3Hz + 1;
            end
        end
    end
    always @(posedge clk or posedge reset) begin
        if (reset) begin
            counter_10Hz <= 0;
            clk_10Hz <= 0;
        end else begin
            if (counter_10Hz == COUNT_10HZ - 1) begin
                counter_10Hz <= 0;
                clk_10Hz <= ~clk_10Hz;
            end else begin
                counter_10Hz <= counter_10Hz + 1;
            end
        end
    end
endmodule
==> notes.md <==
yosys + openroad results -> Synth Area per Inst 10.3 µm², Final Power 0.00203 W, Worst Hold Class reg -> reg, number of global-route vias before repair 3382, critical path type reg -> reg, Ports 6, Placer Congestion 0.861, Congestion Overflow GR 0, Synth Seq Share 51.1%, Placed Instances 635, antenna cells 0, pwr dens 364 mW/mm², ratio of cells with drive above 1 in the final layout between 6 and 7%, Synth area leaders dfrtp_1 (51%), xnor2_1 (7.1%), xor2_1 (4.2%), nand3_1 (3.9%), nand4_1 (3.5%), floorplan utilization 52.4%, Non-Filler Instances about 650, post-CTS setup buffer count 0, unique cell type count in the Yosys netlist around 44, Placement Cell Area 0.00539 mm², Area Overhead vs Synth 7.48%, Final Util 56.3%, Synth area leader dfrtp_1, DPL Wire Length 6200 µm, Yosys Warn Count 1, initial antenna violation count 0, cts hold-fix bufs 0, Slew Limit Fails 0, CTS Buffer Depth 2, final tally of setup violations 0, Worst Skew around 0.011 ns, Seq cells post-synth 106, Post-Synthesis Cell Area 0.00519 mm², Max-cap violations 0, DR DRC count 0, cell area after layout roughly 0.0056 mm², Leak 2.43 nW, Sinks on Clock Net between 100 and 150, cycle use final 59.0%, 1st-iter DRT viols 141, global-route wire length before repair 16100 µm, relative slew slack 46.5%, required time worst endpoint 3.61 ns, GRT Overall Usage between 10% and 20%, Resized Gates After CTS 0, Vias/cell 5.73, CTS tree yes, Chip Area, Yosys 0.00519 mm², Core Region slightly below 0.01 mm², Gate Area 0.00242 mm², Yosys Instances 505, Post-Syn Instances 505, chip area 0.0108 mm², fillers 878, OpenROAD warning count 26, Achievable Freq 0.498 GHz, DRT Wirelength between 9000 and 10000 µm, drt pass-1 iters 4, Die H 104 µm, H-tree levels 3, crit path max fanout 11, RSZ-0062 raised after global routing no, setup TNS 0 ns, CTS buffer count 9, number of I/O port buffers 5, critical path capture point type flip-flop, largest net degree at the start of global routing 53, Cell Rows 36, Clk Latency, worst-skew pair around 0.36 ns, DIE WIDTH 104 µm, Worst Max-Slew Pin Slew about 0.80 ns, register area about 0.0027 mm², via count 3731, wire per inst 14.2 µm, peak supply drop 303 µV, Final min period 2.01 ns, final hold vios 0, root cell of the clock tree clkbuf_8, crit start category flip-flop, Clock transition at path regs 0.10 ns, Crit path arrival time 2.22 ns, antenna viol nets, final 0, status finished clean, Max-area cell share between 50% and 60%
state kept, by name, summed over array words and instances, names as in the netlist:
signal,count
counter_10Hz,24
clk_10Hz,1
counter_1Hz,27
clk_1Hz,1
counter_2Hz,26
clk_3Hz,1
clk_2Hz,1
counter_3Hz,25
per-stage QoR:
stage | setup slack (ns) | hold slack [ns]
after floorplan | 1.45 | 0.420
after global placement | 1.42 | 0.452
after detailed placement | 1.41 | 0.459
after CTS | 1.39 | 0.473
after global routing | 1.10 | 0.497
final | 1.39 | 0.467
worst max-delay path, cell delays in order (launching register included):
cell,delay [ns]
dfrtp_1,0.46
nor4b_1,0.33
nand4b_1,0.24
nor2_1,0.67
xor2_1,0.15
power by group:
| group | total (W) | switching, W | internal (W) |
|---|---|---|---|
| combinational | 0.0000288 | 0.0000244 | 0.00000438 |
| sequential | 0.00126 | 0 | 0.00126 |
| clock | 0.000739 | 0.000411 | 0.000329 |
final cells by class:
cell class	instances	share of cell area, %
Sequential cell	106	47.6
Multi-Input combinational cell	373	43.4
Clock buffer	13	3.03
Tap cell	133	2.98
Timing Repair Buffer	9	1.66
Inverter	14	1.01
Clock inverter	3	0.381
final timing paths:
kind / slack (ns) / cells past startpoint / end / startpoint
hold / removal: 0.47 / 1 / clk_2Hz$_DFFE_PP0N_ / clk_2Hz$_DFFE_PP0N_
setup / recovery: 1.39 / 4 / clk_3Hz$_DFFE_PP0N_ / counter_3Hz[7]$_DFF_PP0_
setup reg to reg: 1.39 / 4 / clk_3Hz$_DFFE_PP0N_ / counter_3Hz[7]$_DFF_PP0_
max in group asynchronous: 1.87 / 3 / counter_1Hz[17]$_DFF_PP0_ / reset
hold reg to reg: 0.47 / 1 / clk_2Hz$_DFFE_PP0N_ / clk_2Hz$_DFFE_PP0N_
min in group asynchronous: 0.80 / 2 / counter_1Hz[13]$_DFF_PP0_ / reset
cells in the final DEF (no fill, tap or decap), drive strengths merged, types with 2 or more instances in the layout:
cell	n
xnor2	42
nand3	40
o31ai	11
o21ai	17
nor4	13
mux2i	7
buf	4
clkdlybuf4s50	5
nand2b	2
nor4bb	2
clkbuf	13
clkinvlp	2
or4	10
ha	5
inv	14
nor2	38
nor3	10
nand4	32
or3	8
and4	14
and2	6
nor4b	3
xor2	25
dfrtp	106
a21oi	20
and3	19
nand2	35
nand4b	3
nor2b	3
kinds of logic (layout without fill, tap and decap cells):
kind of cell / after synthesis / in the layout / synth area share, %
adders and majority gates: 5 / 5 / 1.21
muxes: 7 / 7 / 1.35
xor gates and xnor gates: 67 / 67 / 11.3
AOI/OAI and AO/OA: 53 / 53 / 6.05
buffers and inverters: 26 / 39 / 2.27
DFF: 106 / 106 / 51.1
and+or+nand+nor: 241 / 241 / 26.7
synthesized netlist by cell type, drive strengths merged:
library cell  count
xor2             25
nand3            40
o22ai             1
buf               6
and3             19
nand4            32
ha                5
or4b              1
nor3b             1
nand4b            3
or3               8
nand2            35
or2               1
nor3             10
o311ai            1
mux2i             7
a21oi            20
xnor2            42
dfrtp           106
a31o              1
a2bb2o            1
or4              10
nor4b             3
o21ai            17
and2              6
o221ai            1
and4             14
nor4             13
nor4bb            2
nor2b             3
clkbuf            6
nor2             38
nand2b            2
o31ai            11
inv              14
per-layer routing:
| metal | vias up | share of wire [%] | global-route usage, % |
|---|---|---|---|
| met3 | 10 | 2.8 | 3.25 |
| met2 | 42 | 44 | 27.2 |
| li1 | 1855 | - | - |
| met4 | 0 | 1.2 | 1.84 |
| met1 | 1824 | 52 | 31.9 |
| met5 | - | 0 | 0 |
Power and IR drop assume default switching activity.
