==> flow/design.v <==
module seven_segment_controller(
    input clk,                       
    input reset,                     
    input display_mode,              
    input [31:0] display_value,      
    input says_showing,              
    input [2:0] current_round,       
    input [2:0] highest_round,       
    output reg [6:0] seg,            
    output reg [3:0] an              
);
    localparam CHAR_0 = 7'b1000000;
    localparam CHAR_1 = 7'b1111001;
    localparam CHAR_2 = 7'b0100100;
    localparam CHAR_3 = 7'b0110000;
    localparam CHAR_4 = 7'b0011001;
    localparam CHAR_5 = 7'b0010010;
    localparam CHAR_6 = 7'b0000010;
    localparam CHAR_7 = 7'b1111000;
    localparam CHAR_8 = 7'b0000000;
    localparam CHAR_9 = 7'b0010000;
    localparam CHAR_A = 7'b0001000;
    localparam CHAR_B = 7'b0000011;
    localparam CHAR_C = 7'b1000110;
    localparam CHAR_D = 7'b0100001;
    localparam CHAR_E = 7'b0000110;
    localparam CHAR_F = 7'b0001110;
    localparam CHAR_G = 7'b0010000;  
    localparam CHAR_H = 7'b0001001;
    localparam CHAR_I = 7'b1111001;  
    localparam CHAR_J = 7'b1100001;
    localparam CHAR_K = 7'b0001010;
    localparam CHAR_L = 7'b1000111;
    localparam CHAR_M = 7'b0101010;  
    localparam CHAR_N = 7'b0101011;  
    localparam CHAR_O = 7'b1000000;  
    localparam CHAR_P = 7'b0001100;
    localparam CHAR_Q = 7'b0011000;
    localparam CHAR_R = 7'b0101111;  
    localparam CHAR_S = 7'b0010010;  
    localparam CHAR_T = 7'b0000111;
    localparam CHAR_U = 7'b1000001;
    localparam CHAR_V = 7'b1100011;  
    localparam CHAR_W = 7'b1010101;  
    localparam CHAR_X = 7'b0001001;  
    localparam CHAR_Y = 7'b0010001;
    localparam CHAR_Z = 7'b0100100;  
    localparam CHAR_BLANK = 7'b1111111;
    reg [16:0] refresh_counter;       
    reg [1:0] digit_select;           
    reg [7:0] ascii_to_display[3:0];  
    reg [6:0] segments[3:0];          
    always @(posedge clk or posedge reset) begin
        if (reset) begin
            refresh_counter <= 0;
            digit_select <= 0;
        end else begin
            refresh_counter <= refresh_counter + 1;
            if (refresh_counter >= 100000) begin  
                refresh_counter <= 0;
                digit_select <= digit_select + 1;
            end
        end
    end
    always @(posedge clk or posedge reset) begin
        if (reset) begin
            ascii_to_display[0] <= 8'h00;
            ascii_to_display[1] <= 8'h00;
            ascii_to_display[2] <= 8'h00;
            ascii_to_display[3] <= 8'h00;
        end else begin
            if (display_mode == 0) begin  
                if (says_showing) begin
                    ascii_to_display[3] <= display_value[31:24];  
                    ascii_to_display[2] <= display_value[23:16];  
                    ascii_to_display[1] <= display_value[15:8];   
                    ascii_to_display[0] <= display_value[7:0];    
                end else if (display_value != 0) begin
                    if (display_value >= 32'h20 && display_value <= 32'h7A) begin  
                        ascii_to_display[3] <= 8'h00;
                        ascii_to_display[2] <= 8'h00;
                        ascii_to_display[1] <= 8'h00;
                        ascii_to_display[0] <= display_value[15:8];  
                    end else begin
                        ascii_to_display[3] <= 8'h00;
                        ascii_to_display[2] <= 8'h00;
                        ascii_to_display[1] <= 8'h00;
                        ascii_to_display[0] <= 8'h30 + display_value[3:0];  
                    end
                end else begin
                    ascii_to_display[3] <= 8'h00;
                    ascii_to_display[2] <= 8'h00;
                    ascii_to_display[1] <= 8'h00;
                    ascii_to_display[0] <= 8'h00;
                end
            end else begin  
                ascii_to_display[3] <= 8'h00;
                ascii_to_display[2] <= 8'h00;
                ascii_to_display[1] <= 8'h00;
                ascii_to_display[0] <= 8'h30 + highest_round;  
            end
        end
    end
    always @(*) begin
        for (integer i = 0; i < 4; i = i + 1) begin
            case (ascii_to_display[i])
                8'h00: segments[i] = CHAR_BLANK;
                8'h30: segments[i] = CHAR_0;
                8'h31: segments[i] = CHAR_1;
                8'h32: segments[i] = CHAR_2;
                8'h33: segments[i] = CHAR_3;
                8'h34: segments[i] = CHAR_4;
                8'h35: segments[i] = CHAR_5;
                8'h36: segments[i] = CHAR_6;
                8'h37: segments[i] = CHAR_7;
                8'h38: segments[i] = CHAR_8;
                8'h39: segments[i] = CHAR_9;
                8'h41, 8'h61: segments[i] = CHAR_A;  
                8'h42, 8'h62: segments[i] = CHAR_B;  
                8'h43, 8'h63: segments[i] = CHAR_C;  
                8'h44, 8'h64: segments[i] = CHAR_D;  
                8'h45, 8'h65: segments[i] = CHAR_E;  
                8'h46, 8'h66: segments[i] = CHAR_F;  
                8'h47, 8'h67: segments[i] = CHAR_G;  
                8'h48, 8'h68: segments[i] = CHAR_H;  
                8'h49, 8'h69: segments[i] = CHAR_I;  
                8'h4A, 8'h6A: segments[i] = CHAR_J;  
                8'h4B, 8'h6B: segments[i] = CHAR_K;  
                8'h4C, 8'h6C: segments[i] = CHAR_L;  
                8'h4D, 8'h6D: segments[i] = CHAR_M;  
                8'h4E, 8'h6E: segments[i] = CHAR_N;  
                8'h4F, 8'h6F: segments[i] = CHAR_O;  
                8'h50, 8'h70: segments[i] = CHAR_P;  
                8'h51, 8'h71: segments[i] = CHAR_Q;  
                8'h52, 8'h72: segments[i] = CHAR_R;  
                8'h53, 8'h73: segments[i] = CHAR_S;  
                8'h54, 8'h74: segments[i] = CHAR_T;  
                8'h55, 8'h75: segments[i] = CHAR_U;  
                8'h56, 8'h76: segments[i] = CHAR_V;  
                8'h57, 8'h77: segments[i] = CHAR_W;  
                8'h58, 8'h78: segments[i] = CHAR_X;  
                8'h59, 8'h79: segments[i] = CHAR_Y;  
                8'h5A, 8'h7A: segments[i] = CHAR_Z;  
                default: segments[i] = CHAR_BLANK;
            endcase
        end
    end
    always @(*) begin
        case (digit_select)
            2'b00: begin
                an = 4'b1110;   
                seg = segments[0];
            end
            2'b01: begin
                an = 4'b1101;   
                seg = segments[1];
            end
            2'b10: begin
                an = 4'b1011;   
                seg = segments[2];
            end
            2'b11: begin
                an = 4'b0111;   
                seg = segments[3];
            end
        endcase
    end
endmodule
==> flow/run.sh <==
#!/bin/bash
# OpenROAD 26Q1-2900-gdf79404cd8, Yosys 0.63+post, stock flow scripts
make -C /OpenROAD-flow-scripts/flow DESIGN_CONFIG=/design/flow/config.mk WORK_HOME=/design/flow/orfs finish
==> flow/config.mk <==
export PLATFORM = sky130hd
export DESIGN_NAME = seven_segment_controller
export DESIGN_NICKNAME = seven_segment_controller
export VERILOG_FILES = /design/flow/design.v
export SDC_FILE = /design/flow/constraint.sdc
export NUM_CORES = 4
export LEC_CHECK = 1
export CORE_UTILIZATION = 50
==> flow/constraint.sdc <==
current_design seven_segment_controller

set clk_period 4.2
set clk_io_pct 0.2

create_clock -name clk0 -period $clk_period [get_ports {clk}]

set non_clock_inputs [all_inputs -no_clocks]
set_input_delay [expr $clk_period * $clk_io_pct] -clock clk0 $non_clock_inputs
set_output_delay [expr $clk_period * $clk_io_pct] -clock clk0 [all_outputs]
==> impl_metrics.csv <==
group,metric,value,unit
power,cellPowerDensity,212.3,nW/µm²
clocking,tritoncts,"done",
synthesis,synth_area_per_cell,7.698,µm²
placed_design,pre_cts_ws,0.7486,ns
synthesis,synth_top_area_share,0.2772,
route,routed_wl,11350,µm
critical_path,path_class,"reg2out",
critical_path,worstSetupEndpointType,"primary output",
route,num_vias,4339,
timing,min_period,3.780,ns
synthesis,synth_warnings,3,
synthesis,ys.flops,51,
synthesis,ys.flop_type,"dfrtp_1",
die,fp_util,0.5227,
final_layout,nFillCells,781,
global_routing,grt_pass1_wl,19450,µm
synthesis,ys_cells,598,
synthesis,ys_top_cells_by_area,"dfrtp_1 (28%), ha_1 (9.5%), a21oi_1 (5.3%)",
power,irDropWorstVdd,178.7,µV
synthesis,synth.largest_area_cell,"dfrtp_1",
route,wl_per_cell,15.57,µm
route,n_antenna_cell,0,
clocking,h-tree-depth,2,
critical_path,crit-reg2reg-launch,"refresh_counter[5]",
clocking,cts_setup_buffers,0,
critical_path,crit_required,3.36,ns
route,postRouteAntennaNets,0,
final_layout,syn_to_final_growth,12.75,%
synthesis,async_reset_ff_frac,1.000,
timing,tightest_slew,0.8262,ns
timing,maxSlewViolCount,0,
placed_design,dpl.hpwl,8821,µm
clocking,clockRootBuffer,"clkbuf_8",
timing,finalHoldViolations,0,
critical_path,reg2reg_depth,6,
flow_run,maxCapViolCount,0,
synthesis,postSynthSeqShare,0.2772,
route,wl_met3,844,µm
critical_path,slowest_stage,"dfrtp_1",
timing,finalCritPeriodShare,0.8999,
critical_path,cp_cell_sequence,"inv_1 -> ha_1 -> inv_1 -> mux4_2 -> o211ai_1 -> a21oi_1 -> a41oi_1 -> clkdlybuf4s50_1",
clocking,cts_buffers,5,
global_routing,grt_start_max_net_pins,34,
global_routing,grt_overflow,0,
timing,relSlewSlack,0.4492,
placed_design,io_buffers,49,
clocking,ctsLongestPathBuffers,2,
critical_path,start_kind,"flop",
route,drt-met1-wl,5407,µm
timing,tns,0,ns
timing,rsz0062_at_grt,"no",
clocking,cts_hold_buf,0,
die,die_y,97.95,µm
synthesis,syn-instance-count,598,
clocking,clk_latency,0.31,ns
route,drc,0,
clocking,cts_resized,0,
route,highest_layer,"met4",
clocking,clock-sinks,51,
global_routing,antenna_found_initial,0,
synthesis,ys_area,4603,µm²
hold_path,hold_class,"reg2reg",
final_layout,logic_area,3030,µm²
timing,setup_viol_count_final,0,
critical_path,cp_data_arrival_time,2.94,ns
global_routing,grt.total_usage,0.2541,
route,drt-initial-drc-count,190,
route,dr_wl_met2,4979,µm
clocking,cts.reportedPaths.clkPinSlew,0.10,ns
critical_path,cpPeakStageDelay,0.49,ns
die,ios,53,
final_layout,drive_gt1_frac,0.03382,
critical_path,r2r_setup_slack,2.45,ns
global_routing,grt_pass1_vias,3987,
flow_run,tool_warnings,59,
die,core,8806,µm²
route,viasPerCell,5.952,
die,die_w,97.95,µm
timing,fmax,264.6,MHz
synthesis,synth-edff-count,0,
die,dieArea,9594,µm²
synthesis,synth.cell_area,4603,µm²
critical_path,worstSetupStartpoint,"ascii_to_display[0][0]",
route,first_pass_iters,15,
run_status,status,"finished clean",
timing,finClkSkew,0.004430,ns
timing,fin_ws,0.4203,ns
die,fp-row-count,34,
power,p_leak,2.068,nW
critical_path,crit_path_end,"seg[1]",
placed_design,gp_congestion,0.9484,
timing,hold_slack,0.5133,ns
critical_path,cp_common_cell,"inv_1",
critical_path,cp_max_fo,8,
synthesis,synth_cell_type_count,60,
critical_path,r2r-end,"digit_select[1]",
final_layout,seq_area,1276,µm²
-- layout make-up --
cell class | count | area share
Multi-Input combinational cell | 472 | 0.5839
Tap cell | 108 | 0.02604
Inverter | 39 | 0.02821
Clock buffer | 5 | 0.01326
Timing Repair Buffer | 51 | 0.09740
Sequential cell | 51 | 0.2459
Clock inverter | 3 | 0.005304
-- cells in the mapped netlist (3+ instances only) --
cell type and instances:
and2_1 28, nor2b_1 11, o22ai_1 3, a41oi_1 3, a31oi_1 13, a21boi_1 3
nor2_1 45, a311oi_1 4, nor4_1 7, o311ai_1 4, and3_1 4, nor3_1 9
a21oi_1 49, o311a_1 3, o221ai_1 3, dfrtp_1 51, nand2b_1 20, o311ai_0 4
nand4_1 3, buf_1 4, clkbuf_1 20, o211ai_1 16, inv_2 7, o211a_1 4
o21ai_0 30, a211o_1 5, or3_1 5, o21a_1 4, xor2_1 13, nand3b_1 3
nand3_1 18, a211oi_1 7, inv_1 32, mux2i_1 3, o21ai_1 22, nand2_1 55
buf_2 12, o31ai_1 3, xnor2_1 5, ha_1 35
-- cell families after synthesis --
group | count (synthesis) | share of synthesized area
buffers and inverters | 75 | 0.06442
muxes | 6 | 0.01631
AOI/OAI and AO/OA | 199 | 0.2808
DFF | 51 | 0.2772
xor gates and xnor gates | 18 | 0.03425
adders and majority gates | 35 | 0.09513
and+or+nand+nor | 214 | 0.2319
-- per-layer routing --
metal  vias up  global-route usage
li1       2187                   -
met3         9             0.03779
met4         0             0.04545
met1      1989              0.4164
met5         -                   0
met2       154              0.3694
-- per-stage QoR --
stage | utilization | cells | total power [mW] | instance area (µm²)
after CTS | 0.5894 | 729 | 1.109 | 5190
after global placement | 0.5784 | 721 | 0.8189 | 5094
final | 0.5894 | 729 | 1.102 | 5190
after global routing | 0.5894 | 729 | 1.173 | 5190
after floorplan | - | 598 | 0.7129 | 4603
after detailed placement | 0.5784 | 721 | 0.8206 | 5094
-- flip-flops by register name, indices dropped and copies added (netlist names) --
signal	cells
digit_select	2
refresh_counter	17
ascii_to_display	32
-- how the worst min path moves through the flow --
stage / to / from / depth (start not counted)
4_1_cts: refresh_counter[0] / refresh_counter[0] / 1
5_1_grt: refresh_counter[0] / refresh_counter[0] / 1
6_report: refresh_counter[0] / refresh_counter[0] / 1
-- critical path: cells and delay by family (launching register included) --
kind | cells | cell delay, ns
adders and majority gates | 1 | 0.40
muxes | 1 | 0.46
buffers and inverters | 3 | 0.76
AOI/OAI and AO/OA | 3 | 0.53
DFF | 1 | 0.49
-- report_power, final --
| group | total [mW] | leakage (nW) | switching [mW] | internal [mW] |
|---|---|---|---|---|
| sequential | 0.547 | 0.672 | 0.0441 | 0.503 |
| combinational | 0.266 | 1.35 | 0.132 | 0.134 |
| clock | 0.289 | 0.0463 | 0.166 | 0.122 |
| total | 1.10 | 2.07 | 0.342 | 0.760 |
-- cell usage in the layout, fill, tap and decap left out, types with 5 or more instances in the layout --
master            n
a211o_1           5
nand2_1          55
clkdlybuf4s50_1  49
xnor2_1           5
clkbuf_8          5
or3_1             5
xor2_1           13
inv_2             8
nor2_1           45
a31oi_1          13
o21ai_1          22
a211oi_1          7
nand2b_1         20
a21oi_1          49
nand3_1          18
nor3_1            9
nor4_1            7
o21ai_0          30
inv_1            31
nor2b_1          11
dfrtp_1          51
ha_1             35
and2_1           28
o211ai_1         16
Power is estimated from default activity; no workload was simulated.
